### design/flow/design.v
module instruction_memory(input clock,
       			  input [31:0] address, 
			  output reg [31:0] data);
	parameter MEMORY_SIZE = 128;
	reg [31:0] instruction_memory [0:MEMORY_SIZE-1];
	initial begin
		instruction_memory[0][31:0] <= 32'b001000_00000_00001_0000000000010000;    
		instruction_memory[1][31:0] <= 32'b000000_00000_00000_00000_00000_000000;  
		instruction_memory[2][31:0] <= 32'b000000_00000_00000_00000_00000_000000;  
		instruction_memory[3][31:0] <= 32'b000000_00000_00000_00000_00000_000000;  
		instruction_memory[4][31:0] <= 32'b101011_00000_00001_0000000000000100;    
		instruction_memory[5][31:0] <= 32'b100011_00000_00010_0000000000000100;    
		instruction_memory[6][31:0] <= 32'b000000_00000_00000_00000_00000_000000;  
		instruction_memory[7][31:0] <= 32'b000000_00000_00000_00000_00000_000000;  
		instruction_memory[8][31:0] <= 32'b001000_00010_01000_1111111111111000;    
		instruction_memory[9][31:0] <= 32'b001100_00010_00010_0000000000010110;   
		instruction_memory[10][31:0] <= 32'b000100_00000_00000_1111111111111111;  
		instruction_memory[11][31:0] <= 32'b000000_00000_00000_00000_00000_000000;  
	end
	always @(posedge clock) begin
		data <= instruction_memory[address[8:2]][31:0];
	end
endmodule
### design/flow/run.sh
#!/bin/bash
# OpenROAD 26Q1-2900-gdf79404cd8, Yosys 0.63+post, stock flow scripts
make -C /OpenROAD-flow-scripts/flow DESIGN_CONFIG=/design/flow/config.mk WORK_HOME=/design/flow/orfs finish
### design/flow/config.mk
export PLATFORM = sky130hd
export DESIGN_NAME = instruction_memory
export DESIGN_NICKNAME = instruction_memory
export VERILOG_FILES = /design/flow/design.v
export SDC_FILE = /design/flow/constraint.sdc
export NUM_CORES = 4
export LEC_CHECK = 1
export CORE_AREA = 10 10 70 70
export DIE_AREA = 0 0 80 80
### design/flow/constraint.sdc
current_design instruction_memory

set clk_period 1.7
set clk_io_pct 0.2

create_clock -name clk0 -period $clk_period [get_ports {clock}]

set non_clock_inputs [all_inputs -no_clocks]
set_input_delay [expr $clk_period * $clk_io_pct] -clock clk0 $non_clock_inputs
set_output_delay [expr $clk_period * $clk_io_pct] -clock clk0 [all_outputs]
==> impl_metrics.csv <==
group,metric,value,unit
cells_and_area,final.fill_count,378,
yosys,top_cells_by_count,"21 x sky130_fd_sc_hd__buf_4, 11 x sky130_fd_sc_hd__dfxtp_1, 4 x sky130_fd_sc_hd__inv_1, 3 x sky130_fd_sc_hd__ha_1",
floorplan,row_count,21,
flow_run,drv.max_cap_violation_count,0,
routing,drtIter0Drc,1,
final_timing,final.setup.tns,0,ps
yosys,ys_chip_area,514.2,µm²
cts,postCtsHoldBufs,0,
cts,clockBufferDepth,2,
outcome,status,"complete, no violations",
worst_setup_path,cp_top_family,"buffers and inverters",
routing,detail_route.wirelength,1116,µm
global_routing,first_global_vias,328,
place,gp_congestion,0.7391,
worst_hold_path,hold_end,"data[27]",
place,placed_cells,114,
floorplan,die_width,80,µm
cells_and_area,final_util,22.53,%
worst_hold_path,hold_path_depth,2,
global_routing,grt_start_max_net_pins,13,
floorplan,io_pins,65,
cts,cts_setup_buffers,0,
yosys,synth_flops,11,
cts,cts_sinks,11,
yosys,netlist-cell-type-count,13,
yosys,synth-seq-area-share,42.82,%
routing,route.detailed.drc,0,
cells_and_area,largest_register_ff_count,11,
cells_and_area,postLayoutCellArea,769.5,µm²
cts,htreeDepth,1,
yosys,synth_area_leader_cell,"sky130_fd_sc_hd__dfxtp_1",
worst_hold_path,timing.hold.worst.class,"in2reg",
yosys,most_common_cell,"sky130_fd_sc_hd__buf_4",
cells_and_area,final_layout_size_suffix_gt1_share,9.722,%
yosys,synth.avg_cell_area,9.889,µm²
yosys,fraction_of_synthesis_flops_using_an_asynchronous_set_or_reset_pin,0,%
routing,ant_nets,0,
worst_setup_path,timing.setup.critical_path_class,"reg2out",
place,portBuffers,29,
yosys,synth_warnings,1,
worst_setup_path,crit_chain,"clkdlybuf4s50_1",
worst_setup_path,crit_path_start_kind,"flop",
final_timing,final_hold_viol_count,0,
floorplan,fp.dieH,80,µm
global_routing,initial_antenna_violation_count,0,
final_timing,timing_max_transition_violations_final,0,
routing,routed_via_density,2.915,
floorplan,fp.coreArea,3416,µm²
yosys,flop_cell,"sky130_fd_sc_hd__dfxtp_1",
cts,post_cts_resized,0,
floorplan,initial_core_util,15.05,%
flow_run,warning_count,55,
place,dp_wirelength,1002,µm
final_timing,maxClockFrequency,656.4,MHz
routing,via_count,344,
routing,detail_route.first_pass.iterations,2,
cts,tritoncts,"done",
place,detailed_place.area,742.0,µm²
worst_setup_path,worstPathRequired,1360,ps
yosys,post_syn_area,514.2,µm²
yosys,ys_cells,52,
worst_setup_path,timing.critical_path.slowest_stage_cell,"sky130_fd_sc_hd__clkdlybuf4s50_1",
cells_and_area,layoutNonFillerInstCount,118,
global_routing,grt_use_total,3.187,%
worst_setup_path,setup.worst_path.end_class,"output pin",
final_timing,finalCritPeriodShare,89.62,%
yosys,yosys-top-cells-area,"sky130_fd_sc_hd__dfxtp_1 43%, sky130_fd_sc_hd__buf_4 31%, sky130_fd_sc_hd__ha_1 7.3%",
cts,clkTransAtPathRegs,60,ps
cells_and_area,max_flop_register,"data",
pwr,post-layout-total-power,0.5410,mW
cts,tritoncts.num_buffers,3,
pwr,power_density,703.1,nW/µm²
pwr,power.leakage,0.3269,nW
routing,post_drt_wl_per_cell,9.458,µm
floorplan,design.die.area,6400,µm²
cells_and_area,areaGrowthSynthToFinish,49.64,%
cells_and_area,largest_registers_ranked_by_flip_flop_count,"data (11)",
final_timing,grt_setup_unrepaired,"false",
cts,cts-root-buf,"sky130_fd_sc_hd__clkbuf_4",
routing,route.antenna.diode_count,0,
final_timing,period_minus_slack,1524,ps
global_routing,grt_first_pass_wirelength,1587,µm
pwr,power.ir.vdd_worst,0.1707,mV
worst_setup_path,cp_num_buf_inv,1,
yosys,synth.top_cell.area_share,42.82,%
worst_hold_path,timing.hold.worst.start,"address[4]",
worst_setup_path,crit_path_max_fanout,12,
global_routing,grt_overflow,0,
worst_setup_path,max_stage_delay,500,ps
final_timing,finalSetupViolCount,0,
worst_setup_path,arrival,1180,ps
yosys,netlist_instances,52,
yosys,synth-edff-count,0,
## per-stage QoR
stage / setup slack (ps) / hold slack, ps
floorplan: 618.3 / 412.4
CTS: 28.85 / 693.1
global placement: 74.89 / 978.8
detailed placement: 54.43 / 973.9
finish: 176.4 / 702.5
global route: 109.8 / 702.1
## routing by layer
layer / GRT usage [%] / routed length (µm) / up-vias
met5: 0 / 0 / -
met4: 0.3521 / 8 / 0
met3: 2.955 / 266 / 2
met2: 4.976 / 433 / 30
met1: 3.165 / 406 / 144
li1: - / - / 168
## logic make-up after synthesis
family	count (synthesis)	share of synthesized area, %
other cells	1	0.7292
fa+ha+maj	3	7.300
buf+inv	25	33.58
simple gates	11	13.87
compound gates	1	1.703
flops	11	42.82
## where the power goes
group	switching [mW]	leakage, nW	internal, mW	total [mW]
clock	0.0761	0.0150	0.0906	0.167
sequential	0.00707	0.0916	0.274	0.281
combinational	0.0217	0.220	0.0720	0.0937
total	0.105	0.327	0.436	0.541
## cells in the final DEF, fill, tap and decap left out
| master | instances |
|---|---|
| sky130_fd_sc_hd__nor3b_2 | 1 |
| sky130_fd_sc_hd__clkdlybuf4s50_1 | 29 |
| sky130_fd_sc_hd__conb_1 | 7 |
| sky130_fd_sc_hd__ha_1 | 3 |
| sky130_fd_sc_hd__clkbuf_1 | 1 |
| sky130_fd_sc_hd__nor2_1 | 2 |
| sky130_fd_sc_hd__nand2b_1 | 2 |
| sky130_fd_sc_hd__clkbuf_4 | 3 |
| sky130_fd_sc_hd__inv_1 | 4 |
| sky130_fd_sc_hd__dfxtp_1 | 10 |
| sky130_fd_sc_hd__dfxtp_2 | 1 |
| sky130_fd_sc_hd__buf_4 | 2 |
| sky130_fd_sc_hd__a22o_1 | 1 |
| sky130_fd_sc_hd__or2_1 | 1 |
| sky130_fd_sc_hd__and2b_1 | 1 |
| sky130_fd_sc_hd__and2_1 | 2 |
| sky130_fd_sc_hd__nor2b_1 | 2 |
## area by class of cell
| type | count | area, µm² | share of cell area, % |
|---|---|---|---|
| Timing Repair Buffer | 31 | 305.3 | 39.67 |
| Sequential cell | 11 | 221.5 | 28.78 |
| Multi-Input combinational cell | 22 | 143.9 | 18.70 |
| Tap cell | 46 | 57.56 | 7.480 |
| Clock buffer | 4 | 26.28 | 3.415 |
| Inverter | 4 | 15.01 | 1.951 |
## how the worst max path moves through the flow
| stage | slack, ps | endpoint | start | cells past startpoint |
|---|---|---|---|---|
| finish | 180 | data[12] | data[15] | 1 |
| global route | 110 | data[9] | data[15] | 1 |
| CTS | 30 | data[12] | data[15] | 1 |
Power and IR drop assume default switching activity.
