$ cat /design/flow/design.v
module registers_memory(input clock,
			input reset,
			input [4:0] read_reg_1,
		        input [4:0] read_reg_2, 
			input [4:0] write_reg,
			input [31:0] write_data,
			input write_enable, 
			output [31:0] read_data_1,
			output [31:0] read_data_2);	
	reg [31:0] registers [1:31];
	parameter REGISTERS_N = 32;
	parameter REGISTER_RZERO = 0;
	integer i;
	always @(negedge clock) begin
		if(reset) begin
			for(i=0; i < REGISTERS_N; i=i+1) begin
				registers[i] <= 0;
			end	
		end
		else begin 
			if(write_enable) begin
				registers[write_reg] <= write_data;
			end
		end
	end
	assign read_data_1 = (read_reg_1 == REGISTER_RZERO) ? 32'h0000_0000 : registers[read_reg_1];
	assign read_data_2 = (read_reg_2 == REGISTER_RZERO) ? 32'h0000_0000 : registers[read_reg_2];
endmodule
$ cat /design/flow/run.sh
#!/bin/bash
# OpenROAD 26Q1-2900-gdf79404cd8, Yosys 0.63+post, stock flow scripts
make -C /OpenROAD-flow-scripts/flow DESIGN_CONFIG=/design/flow/config.mk WORK_HOME=/design/flow/orfs finish
$ cat /design/flow/config.mk
export PLATFORM = sky130hd
export DESIGN_NAME = registers_memory
export DESIGN_NICKNAME = registers_memory
export VERILOG_FILES = /design/flow/design.v
export SDC_FILE = /design/flow/constraint.sdc
export NUM_CORES = 4
export LEC_CHECK = 1
export CORE_UTILIZATION = 40
$ cat /design/flow/constraint.sdc
current_design registers_memory

set clk_period 11.7
set clk_io_pct 0.2

create_clock -name clk0 -period $clk_period [get_ports {clock}]

set non_clock_inputs [all_inputs -no_clocks]
set_input_delay [expr $clk_period * $clk_io_pct] -clock clk0 $non_clock_inputs
set_output_delay [expr $clk_period * $clk_io_pct] -clock clk0 [all_outputs]
==> impl_metrics.csv <==
group,metric,value,unit
power,comb_power_share,10.1,%
floorplanning,die_h,370.9,µm
timing,max_slew_margin,31.00,%
synth,syn_inst,3544,
place,gp_congestion,0.9104,
flow_run,tool_warnings,1027,
synth,yosysSeqAreaShare,56.50,%
power,vdd_drop_max,0.1174,mV
detailed_routing,drt_wl_total,178800,µm
detailed_routing,drtPass1Iterations,5,
global_route,antenna_found_initial,4,
power,p_sw,0.003088,W
critical_path,cp.depth,5,
power,sw_frac_of_total,29.06,%
detailed_routing,drt.antenna.violating_nets,0,
global_route,grt_pass1_vias,40732,
cts,cts_buffer_depth,3,
critical_path,crit_path_end,"read_data_2[22]",
synth,ys.flop_type,"edfxtp_1",
power,p_leak,26.57,nW
critical_path,path_class,"flop to output pin",
floorplanning,die_area,0.1375,mm²
synth,synth_flops,1024,
floorplanning,num_io_pins,114,
final_layout,area_growth_syn_to_layout,20.60,%
detailed_routing,wire_per_inst,27.67,µm
floorplanning,dieWidth,370.9,µm
cts,cts-root-buf,"clkbuf_16",
cts,cts_setup_buffers,0,
cts,htree_levels,3,
place,postPlaceCellArea,0.05780,mm²
power,p_per_area,161.8,mW/mm²
synth,yosys_warnings,1,
timing,tightest_slew,1.009,ns
floorplanning,fp_util,40.53,%
cts,tritoncts,"yes",
global_route,grt-ovfl-total,0,
cts,ctsResizeCount,0,
critical_path,slowest_delay,0.87,ns
cts,hold_buffers,0,
critical_path,path_buffers,1,
final_layout,drive_gt1_share,20.68,%
critical_path,cp.required,9.36,ns
cts,clk_pin_slew,0.03,ns
critical_path,arrival,9.16,ns
place,place_hpwl,107900,µm
final_layout,largest-register,"registers",
final_layout,largest_register_ffs,1024,
flow_run,max_cap_viol_count,0,
detailed_routing,vias_per_cell,5.561,
critical_path,cp_max_fo,2,
floorplanning,coreArea,0.1343,mm²
global_route,grt_max_degree,73,
synth,synth_stat.cells,3544,
final_layout,layout.cells.non_filler,6461,
power,total_power,0.01062,W
critical_path,cp_slowest_cell,"a2111oi_0",
final_layout,reg_top3,"registers x1024",
timing,setup_violations,0,
final_layout,n_fill_cell,11115,
final_layout,lay_top_cells,"inv_1, and2_1, edfxtp_1",
floorplanning,rows,134,
critical_path,critPathTopFamily,"AND-OR/OR-AND gates",
detailed_routing,vias,35927,
synth,edf_count,1024,
synth,async_reset_ff_share,0,%
power,p_clk_share,48.7,%
critical_path,cp-startpoint,"registers[13][22]",
place,io_buffers,113,
power,pwr-share-seq,41.2,%
critical_path,cp-start-kind,"flop",
hold_path,min_path_type,"input port to output pin",
final_layout,layout_top_cell,"inv_1",
power,power.internal,0.007536,W
synth,netlist_area,0.05443,mm²
critical_path,cp-end-kind,"output pin",
timing,slew_violations,0,
outcome,status,"completed",
global_route,grt_pass1_wl,257600,µm
synth,yosysUniqueCellTypes,38,
timing,holdWs,5.759,ns
cts,cts_sinks,1024,
detailed_routing,drt_iter0_markers,2028,
place,dp_cells,5226,
detailed_routing,remaining_drc_errors,0,
global_route,grt_usage,28.73,%
timing,rsz0062_at_grt,"false",
synth,avgSynthCellArea,15.36,µm²
synth,yosys_area,0.05443,mm²
final_layout,final_cell_area,0.06564,mm²
cts,cts-buffers-inserted,114,
critical_path,crit_path_cell_trace,"mux4_2 -> a22o_1 -> a2111oi_0 -> nor3_1 -> clkdlybuf4s50_1",
timing,tns,0,ns
timing,hold_violations,0,
==> cell families (layout without fill, tap and decap cells) <==
| family | Yosys count | in the layout | share of synthesized area (%) |
|---|---|---|---|
| and+or+nand+nor | 1210 | 1210 | 13.60 |
| DFF | 1024 | 1024 | 56.50 |
| muxes | 659 | 659 | 23.01 |
| buffers and inverters | 389 | 1535 | 3.228 |
| AOI/OAI and AO/OA | 262 | 262 | 3.660 |
| other | 0 | 3 | 0 |
==> worst min-delay path, cell delays in order <==
cell and delay (ns):
buf_6 0.18, mux2i_1 0.23, a21o_1 0.13, a211oi_1 0.07, clkdlybuf4s50_1 0.42
==> synthesized netlist by cell type (all sizes together) (2+ instances only) <==
library cell | n | area share (%)
a21oi | 7 | 0.064
nand3b | 4 | 0.055
mux2 | 37 | 0.77
mux4 | 470 | 19
buf | 116 | 1.3
and2 | 1028 | 12
a221oi | 4 | 0.064
nand2 | 13 | 0.090
a22o | 48 | 0.77
nand2b | 7 | 0.080
a32o | 4 | 0.074
a2111oi | 29 | 0.47
nor4 | 5 | 0.057
mux2i | 152 | 2.8
or3 | 2 | 0.023
nor2b | 18 | 0.21
a22oi | 14 | 0.19
clkbuf | 271 | 1.9
a211oi | 43 | 0.59
or3b | 3 | 0.048
or2 | 34 | 0.39
nor3 | 52 | 0.48
a21o | 4 | 0.055
inv | 2 | 0.014
o221ai | 26 | 0.42
nor2 | 38 | 0.26
nand3 | 2 | 0.018
edfxtp | 1024 | 56
o22ai | 82 | 0.94
==> how the worst min path moves through the flow <==
stage	start	cells past startpoint	endpoint	slack, ns
4_1_cts	read_reg_2[1]	5	read_data_2[27]	5.76
5_1_grt	read_reg_1[0]	4	read_data_1[13]	5.81
6_report	read_reg_2[1]	5	read_data_2[27]	5.76
==> metrics by stage <==
step | worst slack [ns] | utilization, %
after floorplan | 1.927 | -
after global placement | 0.7467 | 43.04
after CTS | 0.1191 | 48.87
final | 0.2025 | 48.88
after detailed placement | 0.8134 | 43.04
after global routing | 0.01685 | 48.87
==> power by group through the flow <==
stage         Combinational [W]  Clock [W]  Sequential [W]
CTS                     0.00108    0.00533         0.00437
finish                  0.00108    0.00517         0.00437
global route            0.00115    0.00573         0.00439
==> final cells by class <==
type / instances / area, µm² / area share (%)
clock inverters: 1114 / 4848 / 7.386
repair buffers: 301 / 2704 / 4.119
well taps: 1768 / 2212 / 3.370
multi-input cells: 2131 / 22140 / 33.72
flip-flops and latches: 1024 / 30750 / 46.85
clock buffers: 119 / 2978 / 4.537
diodes: 3 / 7.507 / 0.01144
inverters: 1 / 3.754 / 0.005719
==> metal layers <==
| layer | vias up | GRT usage (%) | routed length (µm) |
|---|---|---|---|
| met2 | 2152 | 40.81 | 84830 |
| met1 | 17660 | 32.52 | 58810 |
| met3 | 284 | 23.47 | 30190 |
| met4 | 8 | 9.813 | 4507 |
| li1 | 15823 | - | - |
| met5 | - | 2.552 | 441 |
Power is estimated from default activity; no workload was simulated.
