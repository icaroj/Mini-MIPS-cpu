==> flow/design.v <==
module data_memory(input clock,
	     	   input [31:0] address,
		   input [31:0] write_data,
		   input write_enable, 
		   output [31:0] read_data);
	parameter MEMORY_SIZE = 128;
	reg [31:0] data_memory [0:MEMORY_SIZE-1];
	always @(posedge clock) begin
		if(write_enable) begin
			data_memory[address[6:0]] <= write_data;
		end
	end
	assign read_data = data_memory[address[6:0]][31:0];
endmodule
==> flow/run.sh <==
#!/bin/bash
# OpenROAD 26Q1-2900-gdf79404cd8, Yosys 0.63+post, stock flow scripts
make -C /OpenROAD-flow-scripts/flow DESIGN_CONFIG=/design/flow/config.mk WORK_HOME=/design/flow/orfs finish
==> flow/config.mk <==
export PLATFORM = sky130hd
export DESIGN_NAME = data_memory
export DESIGN_NICKNAME = data_memory
export VERILOG_FILES = /design/flow/design.v
export SDC_FILE = /design/flow/constraint.sdc
export NUM_CORES = 4
export LEC_CHECK = 1
export CORE_UTILIZATION = 30
==> flow/constraint.sdc <==
current_design data_memory

set clk_period 106.3
set clk_io_pct 0.2

create_clock -name clk0 -period $clk_period [get_ports {clock}]

set non_clock_inputs [all_inputs -no_clocks]
set_input_delay [expr $clk_period * $clk_io_pct] -clock clk0 $non_clock_inputs
set_output_delay [expr $clk_period * $clk_io_pct] -clock clk0 [all_outputs]
==> CHANGELOG.md <==
### Metrics

* Most frequent logic cell in the layout: edfxtp_1
* Post-CTS Setup Bufs at 0
* Max VDD drop at 0.0000155 V
* CTS tree: built
* Total GRT Usage at 22.2%
* Total number of yosys warnings at 1
* Synth top area cells: edfxtp_1, a221oi_1, a22oi_1
* Root buf cell: clkbuf_16
* Die Span X at between 700 and 800 µm
* Total of max-cap violations at 0
* Antenna viol nets, final at 0
* Synthesized instance count at 8922
* Final WL at ~560 mm
* Min-Delay Path Class: input pin to flop
* Routability Congestion at 0.964
* Synth top area share at roughly 80%
* Final Max Slew Viols at 0
* Mux frac, synth at ~3.8%
* Distinct lib cells used at approximately 75
* Power, Total at around 3400 µW
* P_leak at about 0.055 µW
* Worst endpoint data arrival time at between 20 and 30 ns
* GRT busiest layer: met2
* Number of global-route vias before repair at ~96k
* Unrepaired setup endpoints after global routing: false
* Clock sinks at between 4k and 5k
* Area growth syn-to-layout at 15.9%
* DR vias at around 93k
* Final Critical Period at around 49 ns
* DR DRC count at 0
* P per Cell Area at approximately 19 mW/mm²
* Ys flop type: edfxtp_1
* # IOs at a little under 100
* Comb area leader: AND-OR/OR-AND gates
* OpenROAD warnings at roughly 51
* Post-layout util at between 30% and 40%
* Die ar. at 0.525 mm²
* Setup TNS at 0 ns
* Ys async rst share at 0%
* Synth Register Bits at 4096
* Clock Tree Buf Depth at 4
* And+or+nand+nor area frac at 2.74%
* WHS Path Cells at 1
* Total CTS buffers at roughly 420
* Hold bufs inserted after CTS at 0
* Met1 Track Usage GR at a little over a fifth
* Pre-antenna DRT Iters at 7
* Share of cells above drive strength 1 at about 18%
* Mapped cell area at between 0.15 and 0.2 mm²
* Slew @ Worst Pin at roughly 1.3 ns
* Avg Cell Area, Syn at approximately 18 µm²
* Vias per cell at between 5 and 6
* Crit path required time at 85.04 ns
* Placed Cells at 15.7k
* CP Launch Type: input pin
* Final hold violation count at 0
* Core area at about 0.52 mm²
* Worst rel slew slack at between 10% and 20%
* Maximum level of the CTS H-tree at 5
* Grt met3 use at 20.9%
* Total global routing overflow at 0
* Max FFs per register at between 4k and 5k
* CTS-repair resized insts at 0
* AND-OR/OR-AND Cells, Area Fraction at 12.9%
* Row count at between 200 and 300
* IO buf count at approximately 72
* Wire per inst at between 30 and 40 µm
* Fmax at 20.6 MHz
* Register share after synthesis at 78.5%
* Chip Area, Yosys at roughly 0.16 mm²
* Fill count at about 48k
* CTS clk-pin slew, worst paths at roughly 0.060 ns
* Final setup fails at 0
* Worst-path maximum fanout at 91
* Number of enable flip-flop cells at around 4.1k
* GR Util met2 at a little under a third
* DP Wirelength at ~330 mm
* XORs/XNORs by Area at 0%
* Initial antenna violation count at a little under 60
* Initial DRC Count at 7483
* Status: complete, no violations
* Top cells excl fill/tap: edfxtp_1, a221oi_1, buf_4
* Largest area contributor in the netlist: edfxtp_1
* Adder Area Share at 0%
* Crit end category: primary output
* Largest net degree at the start of global routing at roughly 92
* Fin crit share at 45.7%
* Cell Count, Final, Fillers Out at around 17k
* First-pass GRT wire length at roughly 760 mm
* Initial Util at 30.1%
* Critical path class: input pin to primary output
* Die extent in y at 725 µm
* Yosys cell count at ~8.9k
==> routing by layer <==
metal | up-vias | wire [µm]
met4 | 58 | 31400
met3 | 1243 | 119000
met5 | - | 2930
met2 | 7418 | 239000
li1 | 38174 | -
met1 | 46342 | 163000
==> kinds of logic (layout without fill, tap and decap cells) <==
kind of cell           Yosys count  after routing
other                            0            101
and+or+nand+nor                885            885
AOI/OAI and AO/OA             2731           2731
buffers and inverters          734           1354
DFF                           4096           4096
muxes                          476            476
==> power by group <==
part           internal [µW]  leakage (µW)  switching [µW]
Clock                    794       0.00639             618
Combinational           54.4        0.0117             166
Sequential              1780        0.0368            1.27
==> through the flow <==
step | setup slack (ns) | instance area [µm²] | hold slack [ns]
2_1_floorplan | 61.70 | 157000 | 21.36
3_3_place_gp | 57.99 | 168000 | 21.59
3_5_place_dp | 57.97 | 168000 | 21.59
4_1_cts | 57.94 | 181000 | 20.59
5_1_grt | 57.62 | 181000 | 20.64
6_report | 57.67 | 181000 | 20.63
==> worst paths after layout <==
kind | from | endpoint
setup / recovery | address[2] | read_data[10]
hold / removal | write_data[28] | data_memory[86][28]$_DFFE_PP_
==> cell usage after synthesis (all sizes together) (9+ instances only) <==
library cell and number:
o221ai 49, mux2 279, a222oi 44, a221oi 847, a221o 64, a211o 19, and3 14, o2111a 10
or2 16, o32ai 13, nand4b 9, o311a 9, nor4 9, a31oi 21, edfxtp 4096, nand4 14
nand2b 22, a21oi 425, o22a 31, mux2i 127, buf 403, clkbuf 324, o311ai 11, o22ai 170
a22oi 468, nor3 43, a22o 43, nor2 291, o221a 10, nand3 27, o2bb2ai 25, a211oi 43
or4 13, o21ai 326, o2111ai 17, nor2b 108, o211ai 17, a21o 15, nand3b 31, nand2 241
mux4 70
==> final cells by class <==
| type | instances | area [µm²] | area share, % |
|---|---|---|---|
| inverters | 7 | 51.3 | 0.0283 |
| diodes | 101 | 253 | 0.139 |
| flip-flops and latches | 4096 | 123000 | 67.8 |
| clock inverters | 246 | 2150 | 1.18 |
| repair buffers | 588 | 4780 | 2.63 |
| multi-input cells | 4092 | 31600 | 17.4 |
| well taps | 6942 | 8690 | 4.79 |
| clock buffers | 513 | 10900 | 6.01 |
==> worst max-delay path, cell delays in order <==
cell and delay, ns:
buf_8 0.33, buf_4 0.50, buf_4 0.62, buf_12 0.52
nor3b_4 0.29, buf_4 0.53, buf_4 0.57, a221oi_1 0.21
a22oi_1 0.32, o221ai_1 0.39, a221o_1 0.72, o2111ai_1 0.18
buf_4 0.26, clkdlybuf4s50_1 0.50
No activity file was given, so power comes from the tool's default toggle rates.
